==> /design/flow/design.v <==
module ticket_machine_fsm(
    input clk,                   
    input reset,                 
    input [3:0] start_station,   
    input [3:0] dest_station,    
    input [6:0] amount,          
    input valid_input,           
    input cancel,                
    output reg [6:0] return_amt,  
    output reg print_ticket,     
    output reg [6:0] fare,       
    output reg [6:0] remaining,  
    output reg [6:0] state       
);
    parameter [6:0] RDY            = 7'b0000001;
    parameter [6:0] CALC_FARE      = 7'b0000010;
    parameter [6:0] ACCEPT_PAYMENT = 7'b0000100;
    parameter [6:0] CHECK_PAYMENT  = 7'b0001000;
    parameter [6:0] PRINT_TICKET   = 7'b0010000;
    parameter [6:0] RETURN_CHANGE  = 7'b0100000;
    parameter [6:0] CANCEL_STATE   = 7'b1000000;
    reg [6:0] fare_station_1, fare_station_2, fare_station_3, fare_station_4, fare_station_5;
    reg [6:0] fare_station_6, fare_station_7, fare_station_8, fare_station_9, fare_station_10;
    reg [6:0] total_amount;
    initial begin
        fare_station_1 = 7'd10;
        fare_station_2 = 7'd20;
        fare_station_3 = 7'd30;
        fare_station_4 = 7'd40;
        fare_station_5 = 7'd50;
        fare_station_6 = 7'd60;
        fare_station_7 = 7'd70;
        fare_station_8 = 7'd80;
        fare_station_9 = 7'd90;
        fare_station_10 = 7'd100;
    end
    function [6:0] get_station_fare;
        input [3:0] station;
        begin
            case(station)
                4'd1: get_station_fare = fare_station_1;
                4'd2: get_station_fare = fare_station_2;
                4'd3: get_station_fare = fare_station_3;
                4'd4: get_station_fare = fare_station_4;
                4'd5: get_station_fare = fare_station_5;
                4'd6: get_station_fare = fare_station_6;
                4'd7: get_station_fare = fare_station_7;
                4'd8: get_station_fare = fare_station_8;
                4'd9: get_station_fare = fare_station_9;
                4'd10: get_station_fare = fare_station_10;
                default: get_station_fare = 7'd0;
            endcase
        end
    endfunction
    always @(posedge clk or posedge reset) begin
        if (reset) begin
            state <= RDY;
            print_ticket <= 0;
            return_amt <= 7'd0;
            fare <= 7'd0;
            remaining <= 7'd0;
            total_amount <= 7'd0;
        end else begin
            case (state)
                RDY: begin
                    print_ticket <= 0;
                    return_amt <= 7'd0;
                    remaining <= 7'd0;
                    total_amount <= 7'd0;
                    if (cancel) begin
                        state <= CANCEL_STATE;
                    end else if (valid_input && start_station > 0 && start_station <= 10 && dest_station > 0 && dest_station <= 10) begin
                        state <= CALC_FARE;
                    end
                end
                CALC_FARE: begin
                    if (start_station != dest_station) begin
                        fare <= (start_station > dest_station) ?
                                (get_station_fare(start_station) - get_station_fare(dest_station)) :
                                (get_station_fare(dest_station) - get_station_fare(start_station));
                        total_amount <= 7'd0;  
                        state <= ACCEPT_PAYMENT;
                    end else begin
                        state <= RDY;  
                    end
                end
                ACCEPT_PAYMENT: begin
                    if (cancel) begin
                        state <= CANCEL_STATE;
                    end else if (valid_input && amount > 0) begin
                        total_amount <= total_amount + amount;
                        state <= CHECK_PAYMENT;
                    end
                end
                CHECK_PAYMENT: begin
                    if (total_amount >= fare) begin
                        return_amt <= total_amount - fare;
                        state <= PRINT_TICKET;
                    end else begin
                        remaining <= fare - total_amount;
                        state <= ACCEPT_PAYMENT;  
                    end
                end
                PRINT_TICKET: begin
                    print_ticket <= 1;  
                    if (return_amt > 0) begin
                        state <= RETURN_CHANGE;  
                    end else begin
                        state <= RDY;  
                    end
                end
                RETURN_CHANGE: begin
                    return_amt <= 7'd0;  
                    state <= RDY;
                end
                CANCEL_STATE: begin
                    return_amt <= total_amount;  
                    print_ticket <= 0;  
                    state <= RDY;   
                end
                default: state <= RDY;  
            endcase
        end
    end
endmodule
==> /design/flow/run.sh <==
#!/bin/bash
# OpenROAD 26Q1-2900-gdf79404cd8, Yosys 0.63+post, stock flow scripts
make -C /OpenROAD-flow-scripts/flow DESIGN_CONFIG=/design/flow/config.mk WORK_HOME=/design/flow/orfs finish
==> /design/flow/config.mk <==
export PLATFORM = sky130hd
export DESIGN_NAME = ticket_machine_fsm
export DESIGN_NICKNAME = ticket_machine_fsm
export VERILOG_FILES = /design/flow/design.v
export SDC_FILE = /design/flow/constraint.sdc
export NUM_CORES = 4
export LEC_CHECK = 1
export CORE_UTILIZATION = 30
==> /design/flow/constraint.sdc <==
current_design ticket_machine_fsm

set clk_period 3.9
set clk_io_pct 0.2

create_clock -name clk0 -period $clk_period [get_ports {clk}]

set non_clock_inputs [all_inputs -no_clocks]
set_input_delay [expr $clk_period * $clk_io_pct] -clock clk0 $non_clock_inputs
set_output_delay [expr $clk_period * $clk_io_pct] -clock clk0 [all_outputs]
==> impl_metrics.ini <==
; flow metrics
[clocking]
cts_htree_levels = 2
cts.repair.resized = 0
cts_tree = yes
clk_latency_ns = 0.30
cts-hold-fix-buffers = 0
numCtsBuffers = 5
postCtsSetupBuffers = 0
root_buffer = clkbuf_8
clkTransAtPathRegs_ns = 0.08
cts_num_sinks = 35
max-clock-path-buffers = 2

[critical_path]
ff2ff_setup_slack_ns = 0.90
cp.arrival_ns = 3.35
r2r_cells = 9
r2r_start = total_amount[1]$_DFFE_PP0P_
critical_path.startpoint_type = primary input
timing_worst_setup_path_type = primary input to flip-flop
timing.critical_path.fanout_max = 11
crit_path_end_kind = flip-flop
worst_r2r_endpoint = return_amt[2]$_DFFE_PP0P_
worst_ep_required_time_ns = 4.09

[run_status]
status = finished clean

[detailed_routing]
route.antenna.diode_count = 0
route.antenna.remaining_nets = 0
avgViaCountPerCell = 4.966
drc = 0
drt_iter0_markers = 117
post_drt_wl_per_cell_um = 13.36
finalWirelength_um = 7387
vias = 2746
length_of_the_first_detailed_routing_pass_in_iterations = 6

[synthesis]
yosys.area.top_type = dfrtp_1
synth_cells = 378
synthesis.area_per_instance_sq_um = 8.520
synth_warn = 1
dominantRegCellSynth = dfrtp_1
cell_types_occupying_the_most_area_after_synthesis = dfrtp_1, ha_1, inv_1, nand2_1, o21ai_0
synth_cell_types = 64
syn_area_sq_um = 3221
yosys.area.top_type_share = 0.2642
sequential_fraction_of_the_synthesis_area = 0.2723
synth-async-reset-ratio = 1.000
netlist_top_cells_count = inv_1, nand2_1, dfrtp_1
synth-edff-count = 0
yosys-stat-area_sq_um = 3221
synth.ff_latch_count = 35
ys_cells = 378

[placed_design]
placement.io_buffers = 46
gpl.final_weighted_congestion = 0.8932
detailed_placement_hpwl_um = 5976
dpl-instance-area_sq_um = 3769

[die]
core_area_sq_um = 10370
die_h_um = 105.6
placement_rows = 37
die_w_um = 105.6
initial_core_util = 0.3106
fp.dieArea_sq_um = 11150
boundaryPins = 48

[finish]
post_route_cells_drive_above_1_share = 0.07194
final_design_area_no_fill_sq_um = 3864
flow.area_growth_from_synthesis_pct = 19.97
final.fill_count = 1057

[global_routing]
grt_first_pass_wirelength_um = 12750
globalRoute.totalOverflow = 0
groute.usage.overall = 0.1437
number_of_global_route_vias_before_repair = 2647
grt_max_degree = 36
antenna_found_initial = 0

[hold_path]
min_from = remaining[3]$_DFFE_PP0P_
hold_path_end = remaining[3]$_DFFE_PP0P_
hold_depth = 2
hold_path.class = flip-flop to flip-flop

[power_and_ir_drop]
clkPwrFrac = 0.161
switching_share = 0.3907
finalPower_w = 0.001729
vdd.ir_drop.worst_mv = 0.1874
power_frac_seq = 0.310
pwr_density_cell_nw_per_um2 = 447.5
combPwrFrac = 0.529
power_switching_w = 0.0006755
cellInternalPower_w = 0.001053
leak_nw = 1.742

[sta]
timing.final.setup_violations = 0
max-slew-margin-rel = 0.6279
max_clk_rate_mhz = 316.7
timing.setup.tns_ns = 0
period_needed_ns = 3.157
setup_skew_after_layout_ns = 0.01348
period_used_share = 0.8096
setup_repair_after_global_routing_missed_its_margin = no
slew_worst_pin_ns = 0.5536
final-hold-violation-count = 0
timing.final.max_slew_violations = 0

[job]
drv_cap = 0
warnings = 36
==> worst max path at each step <==
stage              startpoint                           to  slack (ns)  cells after the start
finish        dest_station[2]  total_amount[6]$_DFFE_PP0P_        0.74                      9
global route  dest_station[2]  total_amount[6]$_DFFE_PP0P_        0.52                      9
CTS           dest_station[2]  total_amount[6]$_DFFE_PP0P_        0.77                      9
==> cell families (layout without fill, tap and decap cells) <==
family / Yosys count / count (layout) / synth area share
simple gates: 113 / 113 / 0.1877
compound gates: 105 / 105 / 0.2133
buf+inv: 55 / 94 / 0.07459
fa+ha+maj: 37 / 37 / 0.1554
flops: 35 / 35 / 0.2723
xor+xnor: 17 / 17 / 0.04623
mux: 15 / 15 / 0.04934
other cells: 1 / 1 / 0.001164
==> final cells by class <==
class | instances | area, sq um | share of cell area
Clock buffer | 7 | 86.33 | 0.02234
Clock inverter | 1 | 8.758 | 0.002267
Inverter | 38 | 142.6 | 0.03692
Multi-Input combinational cell | 288 | 2103 | 0.5444
Sequential cell | 35 | 877.1 | 0.2270
Tap cell | 136 | 170.2 | 0.04404
Timing Repair Buffer | 48 | 475.5 | 0.1231
==> cell usage in the layout (no fill, tap or decap), drive strengths merged, types with 3 or more instances in the layout <==
| master | instances |
|---|---|
| a21boi | 3 |
| o21ai | 29 |
| nand2 | 38 |
| a21oi | 27 |
| nor3 | 8 |
| nor4 | 3 |
| a22o | 7 |
| nor3b | 3 |
| nor2 | 21 |
| nor2b | 6 |
| fa | 5 |
| a21o | 11 |
| clkdlybuf4s50 | 46 |
| or2 | 3 |
| clkbuf | 7 |
| inv | 38 |
| nand2b | 6 |
| and2 | 3 |
| xnor2 | 11 |
| mux2i | 8 |
| xor2 | 6 |
| dfrtp | 34 |
| ha | 32 |
| nand3 | 9 |
| mux2 | 7 |
==> power by group through the flow <==
stage | Combinational [W] | Sequential [W] | Clock (W)
4_1_cts | 0.000926 | 0.000536 | 0.000286
5_1_grt | 0.00104 | 0.000551 | 0.000298
6_report | 0.000915 | 0.000536 | 0.000279
==> per-stage QoR <==
step                hold WS, ns  utilization  setup WS (ns)  instances
floorplan                0.4498            -          1.017        378
global placement         0.5105       0.3634         0.4749        545
detailed placement       0.5178       0.3634         0.4442        545
CTS                      0.5276       0.3726         0.7658        553
global route             0.5428       0.3726         0.5172        553
finish                   0.5264       0.3726         0.7425        553
==> per-layer routing <==
layer	global-route usage	up-vias	routed length, um
met5	0	-	0
met4	0.01190	0	76
met3	0.02271	7	328
met2	0.2500	57	3507
met1	0.1982	1280	3474
li1	-	1402	-
==> registers in the layout (all words and copies together) (netlist names) <==
register / count
remaining: 7
return_amt: 7
state: 7
total_amount: 7
fare: 6
print_ticket: 1
==> worst max-delay path, cell delays in order <==
cell and delay (ns):
clkdlybuf4s50_1 0.66, inv_1 0.09, ha_1 0.30, nand4_1 0.18, nand3b_1 0.10, a21oi_1 0.13
o21ai_1 0.11, or4b_1 0.60, a221o_1 0.38
No activity file was given, so power comes from the tool's default toggle rates.
